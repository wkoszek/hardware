## flow/constraint.sdc

```tcl
current_design main

set clk_period 4.9
set clk_io_pct 0.2

create_clock -name clk0 -period $clk_period [get_ports {clk_i}]

set non_clock_inputs [all_inputs -no_clocks]
set_input_delay [expr $clk_period * $clk_io_pct] -clock clk0 $non_clock_inputs
set_output_delay [expr $clk_period * $clk_io_pct] -clock clk0 [all_outputs]
```

## flow/design.v

```verilog
module debouncer(clk_i, d_i, d_o);
	parameter	DEBOUNCER_DELAY = 50*1000*1000/16;
	input wire	clk_i;
	input wire	d_i;
	output wire	d_o;
	reg [30:0]	cnt;
	reg		o;
	reg [1:0]	state;
	initial begin
		cnt <= 0;
		state <= 0;
		o <= 0;
	end
	always @(posedge clk_i) begin
		case (state)
		0:
			begin
				if (d_i == 1'b1) begin
					cnt <= 0;
					o <= 0;
					state <= 1;
				end
			end
		1:
			begin
				if (d_i == 1'b1) begin
					if (cnt == DEBOUNCER_DELAY) begin
						state <= 2;
					end else begin
						cnt <= cnt + 1;
					end
				end else begin
					state <= 0;
				end
			end
		2:
			begin
				state <= 0;
				o <= 1;
			end
		endcase
	end
	assign d_o = o;
endmodule
module rotary(clk_i, rot_i, strobe_o, dir_o, button_o);
	input wire		clk_i;
	input wire [2:0]	rot_i;
	output wire		strobe_o;
	output wire		dir_o;
	output wire [1:0]	button_o;
	wire [2:0] rot;
	wire [1:0] knob;
	debouncer #(
		.DEBOUNCER_DELAY(50*1000*1000/6)
	) debouncer0 (
		.clk_i(clk_i),
		.d_i(rot_i[0]),
		.d_o(rot[0])
	);
	debouncer #(
		.DEBOUNCER_DELAY(50*1000*1000/6)
	) debouncer1 (
		.clk_i(clk_i),
		.d_i(rot_i[1]),
		.d_o(rot[1])
	);
	reg strobe;
	reg dir;
	initial begin
		strobe <= 0;
		dir <= 0;
	end
	wire has_signal;
	assign has_signal = rot[0] | rot[1];
	always @(posedge clk_i or posedge has_signal) begin
		if (has_signal) begin
			strobe <= ~strobe;
			dir <= ~dir;
		end
	end
	assign	button_o[1:0] = { rot[1], rot[0] };
	assign strobe_o = strobe;
	assign dir_o = dir;
endmodule
module main(clk_i, button_i, rot_i, led_o);
	input wire		clk_i;
	input wire		button_i;
	input wire [2:0]	rot_i;
	output wire [7:0]	led_o;
	integer i = 0;
	wire		reset;
	wire		strobe;
	wire		dir;
	wire [7:0]	led;
	debouncer #(
		.DEBOUNCER_DELAY(50*1000*1000/12)
	) debouncer0 (
		.clk_i(clk_i),
		.d_i(button_i),
		.d_o(reset)
	);
	ruler #(
		.RULER_WIDTH(8)
	) ruler0 (
		.clk_i(clk_i),
		.rst_i(reset),
		.stb_i(strobe),
		.dir_i(dir),
		.ruler_o(led)
	);
	rotary rotary0(
		.clk_i(clk_i),
		.rot_i(rot_i),
		.strobe_o(strobe),
		.dir_o(dir),
		.button_o(led_o[1:0])
	);
	assign led_o[7:2] = led[7:2];
endmodule
module ruler(clk_i, rst_i, stb_i, dir_i, ruler_o);
	parameter		RULER_WIDTH = 8;
	input wire		clk_i;
	input wire		rst_i;
	input wire		stb_i;
	input wire		dir_i;
	output wire [RULER_WIDTH - 1:0]		ruler_o;
	reg [RULER_WIDTH - 1:0]	ruler;
	initial begin
		ruler <= 0;
	end
	always @(posedge clk_i) begin
		if (rst_i) begin
			ruler <= 1;
		end else begin
			if (stb_i) begin
				if (dir_i == 1'b1) begin
					if (ruler == 8'h1) begin
						ruler <= 8'h80;
					end else begin
						ruler <= { 1'b0, ruler[7:1] };
					end
				end else begin
					if (ruler == 8'h80) begin
						ruler <= 8'h1;
					end else begin
						ruler <= { ruler[6:0], 1'b0 };
					end
				end
			end
		end
	end
	assign ruler_o = ruler;
endmodule
```

## flow/config.mk

```make
export PLATFORM = sky130hd
export DESIGN_NAME = main
export DESIGN_NICKNAME = main
export VERILOG_FILES = /design/flow/design.v
export SDC_FILE = /design/flow/constraint.sdc
export NUM_CORES = 4
export LEC_CHECK = 1
export CORE_UTILIZATION = 40
```

## flow/run.sh

```bash
#!/bin/bash
# OpenROAD 26Q1-2900-gdf79404cd8, Yosys 0.63+post, stock flow scripts
make -C /OpenROAD-flow-scripts/flow DESIGN_CONFIG=/design/flow/config.mk WORK_HOME=/design/flow/orfs finish
```

==> run notes <==
flow finished, numbers: outcome complete, no violations, gr usage total 15.7%, count of unclocked register or latch pins 2, Max Cap Viol 0, RSZ-0062 raised after global routing false, Yosys reg bits 112, WP buf/inv 1, Overflow after GRT 0, post-layout util 44.1%, Slew @ Worst Pin slightly below 0.8 ns, wire per inst 14.0 um, CP peak stage delay 0.69 ns, Post-synth EDFFs 102, Crit. End Element flip-flop, final hold vios 0, WL final approximately 12000 um, Worst slew margin 48.2%, CP Max Fanout 23, CTS tree built, Post-route DRC 0, Via-to-Cell Ratio 5.60, height of the die around 130 um, PortBufs 11, die width between 100 and 150 um, Final HPWL DP 7870 um, setup violators final 0, Fill cells 1427, Post-synth ARST share 0%, maximum VDD drop 216 uV, P per Cell Area roughly 520 nW/um^2, Root Driver clkbuf_16, Worst Setup SP debouncer0.cnt[7], vias in the first global route 4286, Cell Type Count 45, clk buf depth 2, yosys warns 9, R2R depth 5, WS Path Type flip-flop to flip-flop, Final Max Tran Viols 0, chip footprint approximately 17000 um^2, Antenna Cells 0, DR pass1 iterations 4, r2r endpoint debouncer0.cnt[16], Mapped Cells 633, TNS Setup 0 ns, Area growth syn-to-layout 7.99%, largest net degree at the start of global routing 32, post-CTS setup buffers 0, Post-DRT Antenna Nets 0, Reg2Reg Setup Slack between 2 and 2.5 ns, WP data required 4.98 ns, total power 3.65 mW, Num CTS Buffers 9, Tmin final 2.72 ns, fin crit share roughly 56%, dpl ws 2.03 ns, Routability Congestion ~0.79, endpoints left unconstrained 2, cts repair resizes 0, first-pass GRT wire length ~20000 um, DRT iter0 DRCs approximately 290, clk_skew 0.00821 ns, Max Clock Freq 367 MHz, main flop type edfxtp_1, Critical Path Source Type flip-flop, Post-CTS Hold Buffers 0, core box area 15800 um^2, Yosys Chip Area 6460 um^2, fp_density 40.8%, critical path cell sequence or4b_2 -> nor4_1 -> nand4_1 -> o211a_1 -> buf_4, CP arrival 2.80 ns, Worst path slowest cell or4b_2, delay-heaviest family, CP simple AND/OR/NAND/NOR gates, clk ins delay skew pair 0.35 ns, OpenROAD warnings 38, worst setup margin 2.18 ns, Top Ports 13, Post-Syn Area 6460 um^2, initial antenna violation count 0, Leak Pwr between 2 and 2.5 nW, Synth Area per Inst 10.2 um^2, Worst Hold Class flip-flop to flip-flop, Max H-tree Level 3, share of cells above drive strength 1 5.57%, clk slew on worst S/H paths 0.07 ns, Worst path depth 5, Rows 46, # Cells Yosys 633, r2r startpoint debouncer0.cnt[7], via count 4729, crit path to debouncer0.cnt[16]
==> cell type report <==
type                            instances  area, um^2  area share [%]
Sequential cell                       112        3250            46.6
Multi-Input combinational cell        454        2940            42.0
Tap cell                              216         270            3.87
Clock buffer                           11         233            3.33
Timing Repair Buffer                   17         155            2.22
Inverter                               29         109            1.56
Clock inverter                          5        26.3           0.376
==> power breakdown <==
part | internal [mW] | total, mW | switching, mW
sequential | 1.55 | 1.93 | 0.377
clock | 0.341 | 0.661 | 0.320
combinational | 0.420 | 1.05 | 0.634
total | 2.32 | 3.65 | 1.33
==> cell usage in the layout (no fill, tap or decap), drive strengths merged, types with 8 or more instances in the layout <==
master         count
xnor2             20
nor3              11
dfxtp              8
nand2             40
nor2              55
clkdlybuf4s50     11
and4              10
o31ai             30
clkbuf            11
mux2i             11
or4               36
inv               29
nor4              18
xor2              15
edfxtp           102
a21oi             49
nand4             23
ha                18
o21ai             17
or3               20
nand3             34
==> registers in the layout, summed over array words and instances (netlist names) <==
name,count
debouncer0.cnt,31
rotary0.debouncer0.cnt,31
rotary0.debouncer1.cnt,31
ruler0.ruler,8
debouncer0.state,2
rotary0.debouncer0.state,2
rotary0.debouncer1.state,2
debouncer0.o,1
rotary0.debouncer0.o,1
rotary0.debouncer1.o,1
rotary0.dir,1
rotary0.strobe,1
==> routing by layer <==
layer	GRT usage, %	vias up	share of wire [%]
met5	0	-	0
met4	2.01	0	1.3
met3	3.74	11	4.4
met2	23.7	87	45
met1	25.0	2242	50
li1	-	2389	-
==> through the flow <==
| step | instances | hold slack, ns | instance area, um^2 |
|---|---|---|---|
| after floorplan | 633 | 0.487 | 6460 |
| after global placement | 828 | 0.509 | 6720 |
| after detailed placement | 828 | 0.513 | 6720 |
| after CTS | 844 | 0.521 | 6980 |
| after global routing | 844 | 0.561 | 6980 |
| final | 844 | 0.521 | 6980 |
==> worst min-delay path by stage <==
stage | startpoint | endpoint | slack [ns] | cells past startpoint
5_1_grt | ruler0.ruler[1] | ruler0.ruler[1] | 0.56 | 2
6_report | ruler0.ruler[1] | ruler0.ruler[1] | 0.52 | 2
4_1_cts | ruler0.ruler[1] | ruler0.ruler[1] | 0.52 | 2
==> worst reg2reg max path, cell delays in order (launching register included) <==
cell	delay (ns)
edfxtp_1	0.46
or4b_2	0.69
nor4_1	0.41
nand4_1	0.19
o211a_1	0.39
buf_4	0.31
==> logic make-up (layout without fill, tap and decap cells) <==
group,after synthesis,in the layout,synth area share [%]
latches,2,2,0.465
and+or+nand+nor,275,275,24.1
AOI/OAI and AO/OA,112,112,10.6
adders and majority gates,18,18,3.48
DFF,110,110,49.9
buffers and inverters,67,62,4.53
xor gates and xnor gates,35,35,4.74
muxes,14,14,2.23
==> synth_stat cells (4+ instances only) <==
library cell | n | area, um^2
a211oi_1 | 7 | 52.6
a21oi_1 | 49 | 245
and3_1 | 4 | 25.0
and4_1 | 10 | 87.6
buf_4 | 8 | 60.1
clkbuf_1 | 24 | 90.1
dfxtp_1 | 8 | 160
edfxtp_1 | 102 | 3060
ha_1 | 18 | 225
inv_1 | 29 | 109
mux2i_1 | 11 | 110
nand2_1 | 40 | 150
nand2b_1 | 6 | 37.5
nand3_1 | 33 | 165
nand4_1 | 22 | 138
nor2_1 | 55 | 206
nor3_1 | 11 | 55.1
nor4_1 | 18 | 113
o21ai_0 | 17 | 85.1
o31ai_1 | 30 | 225
or2_2 | 4 | 25.0
or3_1 | 20 | 125
or4_1 | 34 | 255
xnor2_1 | 20 | 175
xor2_1 | 15 | 131
Power figures rest on the tool's default switching activity, not on a simulated workload.
